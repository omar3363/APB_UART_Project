==> ./design.v <==
module APB
(
    input PCLK,
    input PRESETn,
    input [31:0] PADDR,
    input PSEL,
    input PENABLE,
    input PWRITE,
    input [31:0] PWDATA,
    output reg [31:0] PRDATA,
    output reg PREADY
);
reg [31:0] CTRL_REG;  
reg [31:0] TX_DATA;
wire [31:0] RX_DATA;
wire [31:0] STATS_REG;
parameter IDLE = 2'b00;
parameter WRITE = 2'b01;
parameter READ = 2'b10;
reg [1:0] cs,ns;
wire tx;
wire tx_busy,tx_done;
transmitter transmitter_UART
(
    .tx_en(CTRL_REG[0]),
    .data(TX_DATA[7:0]),
    .arst_n(PRESETn),
    .rst(CTRL_REG[1]),
    .clk(PCLK),
    .TX(tx),
    .busy(tx_busy),
    .done(tx_done)
);
wire rx_busy,rx_done,rx_err;
wire [7:0] rx_data_wire;
receiver receiver_UART
(
    .clk(PCLK),
    .rst(CTRL_REG[3]),
    .arst_n(PRESETn),
    .rx_en(CTRL_REG[2]),
    .RX(tx),
    .busy(rx_busy),
    .done(rx_done),
    .err(rx_err),
    .data(rx_data_wire)
);
assign STATS_REG = {27'b0,rx_err,rx_done,rx_busy,tx_done,tx_busy};
assign RX_DATA = {24'b0, rx_data_wire};
always @(posedge PCLK or negedge PRESETn) begin
    if(~PRESETn) begin
        CTRL_REG <= 32'b0;
        TX_DATA <= 32'b0;
    end
    else begin
        if(cs == WRITE) begin
            case(PADDR)
                32'd0 : CTRL_REG <= PWDATA;
                32'd2 : TX_DATA <= PWDATA;
                default : ;
            endcase
        end
    end
end
always @(posedge PCLK or negedge PRESETn) begin
    if(~PRESETn)
        cs <= IDLE;
    else
        cs <= ns;
end
always @(*) begin
    PREADY = 1'b0;
    ns = cs;
    case(cs)
        IDLE : begin
            PREADY = 1'b0;
            if(PENABLE && PSEL && PWRITE)
                ns = WRITE;
            else if(PENABLE && PSEL && ~PWRITE)
                ns = READ;
        end
        WRITE : begin
            PREADY = 1'b1;
            ns = IDLE;
        end
        READ : begin
            PREADY = 1'b1;
            case(PADDR) 
                32'd0 : PRDATA = CTRL_REG;
                32'd1 : PRDATA = STATS_REG;
                32'd2 : PRDATA = TX_DATA;
                32'd3 : PRDATA = RX_DATA;
                default : PRDATA = 32'b0;
            endcase
            ns = IDLE;
        end
        default : ns = IDLE;
    endcase
end
endmodule
module receiver
(
    input clk,
    input rst,
    input arst_n,
    input rx_en,
    input RX,
    output reg busy,
    output reg done,
    output reg err,
    output [7:0] data  
);
parameter IDLE = 3'b000;
parameter START = 3'b001;
parameter DATA = 3'b010;
parameter ERR = 3'b011;
parameter DONE = 3'b100;
reg [2:0] cs,ns;
reg [13:0] baud_counter;  
reg load_baud_start;  
reg load_baud_data;  
wire zero_flag;  
reg [3:0] bit_counter;   
reg en_SIPO;  
reg [9:0] SIPO_reg;  
wire edge_detect;
reg RX_reg;
reg RX_temp;
always @(posedge clk or negedge arst_n) begin
    if(~arst_n) begin 
        RX_reg <= 1'b1;
        RX_temp <= 1'b1;
    end
    else if(rst) begin 
        RX_reg <= 1'b1;
        RX_temp <= 1'b1;
    end
    else begin
        RX_temp <= RX_reg;
        RX_reg <= RX;
    end
end
assign edge_detect = (RX_temp == 1 && RX_reg == 0)? 1 : 0;
always @(posedge clk or negedge arst_n) begin
    if(~arst_n)
        baud_counter <= 14'b0;
    else if(rst)
        baud_counter <= 14'b0;
    else if(load_baud_start)
        baud_counter <= 14'd5207;  
    else if(load_baud_data)
        baud_counter <= 14'd10416;  
    else if(baud_counter != 14'b0)
        baud_counter <= baud_counter - 1'b1;  
end
assign zero_flag = (baud_counter == 0)? 1 : 0;
always @(posedge clk or negedge arst_n) begin
    if(~arst_n)
        bit_counter <= 4'b0;
    else if(rst)
        bit_counter <= 4'b0;
    else if(cs == IDLE)
        bit_counter <= 4'b0;
    else if(cs == DATA && zero_flag) 
        bit_counter <= bit_counter + 1'b1;
end
always @(posedge clk or negedge arst_n) begin
    if(~arst_n)
        SIPO_reg <= 10'b0;
    else if(rst)
        SIPO_reg <= 10'b0;    
    else if(en_SIPO && zero_flag) 
        SIPO_reg <= {RX,SIPO_reg[9:1]};
end
assign data = SIPO_reg [7:0];
always @(posedge clk or negedge arst_n) begin
    if (~arst_n) begin
        done <= 1'b0;
        err <= 1'b0;
    end
    else if (rst) begin
        done <= 1'b0;
        err <= 1'b0;
    end
    else begin
        if (cs == DONE)
            done <= 1'b1;
        if (cs == ERR)
            err <= 1'b1;
    end
end
always @(posedge clk or negedge arst_n) begin
    if(~arst_n)
        cs <= IDLE;
    else if(rst)
        cs <= IDLE;
    else
        cs <= ns;
end
always @(*) begin
        busy = 1'b0;
        load_baud_start = 1'b0;
        load_baud_data  = 1'b0;
        en_SIPO         = 1'b0;
    case(cs)
    IDLE : begin
        busy = 1'b0;
        load_baud_start = 1'b0;
        load_baud_data  = 1'b0;
        en_SIPO         = 1'b0;
        if(edge_detect && rx_en) begin
            ns = START;
            load_baud_start = 1;
            busy = 1'b1;
        end
        end
    START : begin
        busy = 1'b1;
        if(zero_flag) begin
            ns = DATA;
            load_baud_start = 1'b1;
        end
        end
    DATA : begin
        busy = 1'b1;
        en_SIPO = 1'b1;
        if(zero_flag) begin
            load_baud_data = 1'b1;
            if(bit_counter == 4'd9) begin
                if(RX == 1'b1)
                    ns = DONE;
                else
                    ns = ERR;
            end
        end
        end
    ERR : ns = IDLE;
    DONE : ns = IDLE;
    default : ns = IDLE;
    endcase
end
endmodule 
module transmitter
(
    input tx_en,
    input [7:0] data,
    input arst_n,
    input rst,
    input clk,
    output reg TX,
    output reg busy,
    output reg done
);
parameter IDLE = 2'b00;
parameter DATA = 2'b01;
parameter ERR = 2'b10;
parameter DONE = 2'b11;
reg [1:0] cs,ns;
reg [13:0] baud_counter;
reg load_baud_transmitter;
wire zero_flag;
reg [3:0] counter;
reg [9:0] frame_shift;
reg en_PISO;
always @(posedge clk or negedge arst_n) begin
    if(~arst_n)
        baud_counter <= 14'b0;
    else if(rst)
        baud_counter <= 14'b0;
    else if(load_baud_transmitter)
        baud_counter <= 14'd10416;  
    else if(baud_counter != 14'b0)
        baud_counter <= baud_counter - 1'b1;
end
assign zero_flag = (baud_counter == 14'b0)? 1:0;
always @(posedge clk or negedge arst_n) begin
    if(~arst_n) begin
        frame_shift <= 10'b0;
        counter <= 4'b0;
    end
    else if(rst) begin 
        frame_shift <= 10'b0;
        counter <= 4'b0;
    end
    else if(cs ==IDLE && tx_en) begin
            frame_shift <= {1'b1,data[7:0],1'b0};
            counter <= 4'b0;  
    end
    else if(en_PISO && zero_flag) begin
        frame_shift <= (frame_shift >> 1);
        counter <= counter + 1'b1;
    end
end
always @(posedge clk or negedge arst_n) begin
    if (~arst_n) begin
        done <= 1'b0;
    end
    else if (rst) begin
        done <= 1'b0;
    end
    else begin
        if (cs == DONE)
            done <= 1'b1;
    end
end
always @(posedge clk or negedge arst_n) begin
    if(~arst_n)
        cs <= IDLE;
    else if(rst)
        cs <= IDLE;
    else
        cs <= ns;
end
always @(*) begin
    load_baud_transmitter = 1'b0;
    en_PISO = 1'b0;
    busy = 1'b0;
    TX = 1'b1;
    case(cs)
    IDLE : begin
        if(tx_en) begin
            ns = DATA;
            load_baud_transmitter = 1'b1;
            busy = 1'b1;
        end
    end
    DATA : begin
        TX = frame_shift[0];
        en_PISO = 1'b1;
        busy = 1'b1;
        if(zero_flag) begin
            load_baud_transmitter = 1'b1;  
            if(counter == 4'd9) begin
                if(TX == 1'b1)
                    ns = DONE;
                else
                    ns = ERR;
            end
        end
    end
    DONE : ns = IDLE;
    ERR : ns = IDLE;
    default : ns = IDLE;
endcase
end
endmodule
==> ./run.sh <==
#!/bin/bash
# OpenROAD 26Q1-2900-gdf79404cd8, Yosys 0.63+post, stock flow scripts
make -C /OpenROAD-flow-scripts/flow DESIGN_CONFIG=/design/flow/config.mk WORK_HOME=/design/flow/orfs finish
==> ./config.mk <==
export PLATFORM = sky130hd
export DESIGN_NAME = APB
export DESIGN_NICKNAME = APB
export VERILOG_FILES = /design/flow/design.v
export SDC_FILE = /design/flow/constraint.sdc
export NUM_CORES = 4
export LEC_CHECK = 1
export CORE_UTILIZATION = 40
==> ./constraint.sdc <==
current_design APB

set clk_period 6.4
set clk_io_pct 0.2

create_clock -name clk0 -period $clk_period [get_ports {PCLK}]

set non_clock_inputs [all_inputs -no_clocks]
set_input_delay [expr $clk_period * $clk_io_pct] -clock clk0 $non_clock_inputs
set_output_delay [expr $clk_period * $clk_io_pct] -clock clk0 [all_outputs]
==> results.toml <==
# physical design summary
[run_status]
run_status = "finished clean"

[clock_tree]
clock_buffer_count_from_cts = 17
clk-insertion-delay-late_ns = 0.41
htree_levels = 4
post_cts_setup_inserts = 0
cts_tree = "yes"
clk_pin_slew_ns = 0.06
clock_tree.root_cell = "clkbuf_16"
ctsResizeCount = 0
hold_buffers = 0
cts.path.max_buffers = 2

[sta]
unconstrained_endpoints = 69
count_of_final_hold_check_violations = 0
slew_headroom_pct = 46.9
worst_tran_pin_value_ns = 0.797
max_freq_ghz = 0.306
skew_ns = 0.00593
rsz0062_at_grt = "no"
setup_tns_ns = 0
number_of_pins_with_negative_max_slew_slack_in_the_final_report = 0
number_of_register_pins_that_no_clock_reaches = 37
number_of_setup_violations_in_the_final_report = 0
layout_min_cycle_time_ns = 3.27
timing.final.crit_share_pct = 51.1
post-route-worst-setup-slack_ns = 3.13

[logic_synthesis]
post_synth_most_frequent_cells = "130 x dfrtp_1, 69 x nor2_1, 59 x mux2_2"
postSynthRegisterBits = 170
yosys-stat-area_um2 = 7190
synth_top_cell_by_count = "dfrtp_1"
yosysTopAreaCell = "dfrtp_1"
synthesis.yosys.warnings = 3
synthesized_netlist_cell_count = 638
distinct_lib_cells = 65
mappedNetlistArea_um2 = 7190
synth_top_flop_cell = "dfrtp_1"
yosys.area.top_type_share_pct = 45.2
postSynthAreaPerCell_um2 = 11.3
yosys-stat-cells = 638
enable_flop_cells = 0
topCellsByArea = "dfrtp_1 45%, mux2_2 9.2%, dlxtp_1 6.7%"
async_flop_share_pct = 78.2

[worst_setup_path]
timing.critical_path.max_delay_family = "buffers and inverters"
required_ns = 6.69
cpMaxStageDelayCell = "clkdlybuf4s50_1"
cpPeakStageDelay_ns = 0.75
worst_setup_path_start_kind = "input pin"
worst-setup-path-type = "in -> reg"
worstPathBufferInverterCount = 2
critical_path.endpoint_type = "register"
cp_cell_sequence = "clkdlybuf4s50_1 > nor2_1 > nand2_1 > nor3_4 > buf_4 > mux2_2"
cp_data_arrival_time_ns = 3.56
cp_max_fo = 32

[cells_and_area]
final_layout_size_suffix_gt1_share_pct = 17.0
fillers = 1493
area_taken_by_flip_flops_and_latches_um2 = 3890
synthToLayoutAreaGrowth_pct = 24.8
multiInputGateArea_um2 = 3070

[grt]
global_route_wire_length_before_repair_um = 26200
largest_net_degree_at_the_start_of_global_routing = 63
via_count_of_the_first_global_routing_pass = 5090
grt_antenna_before_repair = 0
overflow = 0
grtUsageTotal_pct = 18.7

[route]
highest_signal_layer_in_the_routed_design = "met4"
route.vias.total = 5214
detailroute.wirelength.met2_um = 7070
post_drt_via_cell_ratio = 5.35
route.detailed.wl_per_inst_um = 16.4
drt_iter0_drc = 294
ant_nets = 0
met3RoutedLength_um = 870
post-route-drc-count = 0
detail_route.wirelength.met1_um = 7900
drt_wl_total_um = 16000
drtPass1Iterations = 5

[die]
dieHeight_um = 136
core_area_um2 = 17400
initCoreUtil_pct = 41.3
die_area_um2 = 18500
num_io_pins = 102
chipWidth_um = 136
rows = 48

[placement]
post-place-ws_ns = 2.71
place.port_buffers = 101
post-dp-hpwl_um = 10800
globalplace.congestion = 0.852

[flow_run]
warnings = 27
max_cap_viols = 0

[hold_path]
min-delay-path-class = "reg -> reg"

[power]
pwrdens_nw_per_um2 = 209
static-leakage-power_nw = 4.05
peak_ir_drop_on_the_vdd_network_uv = 169
-- through the flow --
step | area, um2 | std cells | hold slack, ns | power (mW) | utilization [%]
finish | 8970 | 975 | 0.488 | 1.88 | 51.5
global route | 8970 | 974 | 0.512 | 1.94 | 51.5
CTS | 8970 | 974 | 0.488 | 1.90 | 51.5
detailed placement | 8380 | 942 | 0.475 | 0.947 | 48.1
global placement | 8380 | 942 | 0.467 | 0.946 | 48.1
floorplan | 7190 | 638 | 0.457 | 0.877 | -
-- logic make-up (layout without fill, tap and decap cells) --
logic type | count (synthesis) | in the layout | share of synthesized area (%)
AND-OR/OR-AND | 102 | 102 | 8.60
XOR/XNOR | 9 | 9 | 1.10
adder cells (fa/ha/maj) | 6 | 6 | 1.04
buffers and inverters | 48 | 159 | 3.38
flip-flops | 133 | 133 | 46.3
latches | 37 | 37 | 7.73
multiplexers | 110 | 110 | 17.0
other | 0 | 1 | 0
AND/OR/NAND/NOR | 193 | 193 | 14.9
-- layout make-up --
cell class | count | share of cell area, %
inverter | 15 | 0.628
antenna | 1 | 0.0279
timing repair buffer | 112 | 12.1
sequential | 170 | 43.3
clock buffer | 20 | 5.09
clock inverter | 12 | 1.45
tap | 225 | 3.14
multi-input combinational | 420 | 34.2
-- where the power goes --
part           switching (mW)  internal [mW]
Sequential           0.000606          0.848
Clock                   0.356          0.592
Combinational          0.0381         0.0447
Total                   0.395           1.48
-- final timing paths --
kind | from | end | slack, ns | depth (start not counted)
worst max-delay path | PADDR[0] | CTRL_REG[4] | 3.13 | 6
worst min-delay path | TX_DATA[10] | TX_DATA[10] | 0.49 | 1
worst max register to register | receiver_UART.baud_counter[0] | receiver_UART.bit_counter[3] | 3.70 | 6
worst min register to register | TX_DATA[10] | TX_DATA[10] | 0.49 | 1
max in group asynchronous | PRESETn | receiver_UART.baud_counter[10] | 3.89 | 3
min in group asynchronous | PRESETn | transmitter_UART.baud_counter[1] | 0.75 | 1
-- layout by cell type (no fill, tap or decap), drive strengths merged, types with 6 or more instances in the layout --
cell,count
or3,15
a21oi,42
nand2b,6
a211oi,13
dfrtp,130
nor2,69
nor3,11
nor4,13
clkbuf,20
buf,13
dlxtp,32
clkdlybuf4s50,99
or4,6
ha,6
inv,15
o21ai,19
nor2b,11
mux2,64
nand2,12
nand3,20
mux2i,43
a31oi,6
-- metal layers --
layer,vias up,global-route usage [%]
li1,2506,-
met1,2554,30.9
met2,143,27.0
met3,11,4.07
met4,0,2.41
met5,-,0
No activity file was given, so power comes from the tool's default toggle rates.
